`design/flow/config.mk`:
```
export PLATFORM = sky130hd
export DESIGN_NAME = Register_file
export DESIGN_NICKNAME = Register_file
export VERILOG_FILES = /design/flow/design.v
export SDC_FILE = /design/flow/constraint.sdc
export NUM_CORES = 4
export LEC_CHECK = 1
export CORE_UTILIZATION = 50
```
`design/flow/constraint.sdc`:
```
current_design Register_file

set clk_period 9.9
set clk_io_pct 0.2

create_clock -name clk0 -period $clk_period [get_ports {clk}]

set non_clock_inputs [all_inputs -no_clocks]
set_input_delay [expr $clk_period * $clk_io_pct] -clock clk0 $non_clock_inputs
set_output_delay [expr $clk_period * $clk_io_pct] -clock clk0 [all_outputs]
```
`design/flow/design.v`:
```
module Register_file(
    input            clk,
    input            WE3,       
    input  [4:0]       A1,
    input  [4:0]       A2,
    input  [4:0]       A3,
    input  [31:0]     WD3,
    output [31:0]     RD1,
    output [31:0]     RD2
    );
logic[31:0] RAM [0:31];
assign RD1 = (A1 == 0) ? 32'b0 : RAM[A1];
assign RD2 = (A2 == 0) ? 32'b0 : RAM[A2];
always_ff @(posedge clk) begin
        if(WE3) RAM[A3] <= WD3;
    end
endmodule
```
`design/flow/run.sh`:
```
#!/bin/bash
# OpenROAD 26Q1-2900-gdf79404cd8, Yosys 0.63+post, stock flow scripts
make -C /OpenROAD-flow-scripts/flow DESIGN_CONFIG=/design/flow/config.mk WORK_HOME=/design/flow/orfs finish
```
==> impl_metrics.toml <==
# synthesis and place-and-route metrics
[layout]
post_route_cells_drive_above_1_share_pct = 28.15
final_layout_top_logic_cell = "sky130_fd_sc_hd__edfxtp_1"
post-route-cell-area_mm2 = 0.05322
registers_with_the_highest_flip_flop_counts = "RAM (1024)"
instances_no_fill = 3886
largest_register_ff_count = 1024
largest_reg_by_ff_count = "RAM"
layout.core_utilization_pct = 57.11
most_instantiated_logic_cells_after_routing = "sky130_fd_sc_hd__edfxtp_1, sky130_fd_sc_hd__mux4_2, sky130_fd_sc_hd__mux2i_1"
flow.area_growth_from_synthesis_pct = 13.33

[synth]
synth.area.top_cells = "sky130_fd_sc_hd__edfxtp_1, sky130_fd_sc_hd__mux4_2, sky130_fd_sc_hd__mux2i_1"
synth.yosys.warnings = 1
synthXorXnorAreaFrac_pct = 0
synth-compound-area-share_pct = 5.409
synthCells = 2400
ys_types = 40
yosys.area.top_type = "sky130_fd_sc_hd__edfxtp_1"
synth-seq-area-share_pct = 65.48
ys_ff = 1024
yosys-dominant-comb-family = "multiplexers"
syn_avg_cell_area_um2 = 19.57
yosys_area_mm2 = 0.04696
number_of_enable_type_register_cells_in_the_synthesized_netlist = 1024
ys_cells = 2400
netlist.area_leader.share_pct = 65.48
synth.cellmix.simpleShare_pct = 1.940
synth_area_mm2 = 0.04696
ys_sh_adder_pct = 0
synth-main-ff-cell = "sky130_fd_sc_hd__edfxtp_1"
synth_async_sr_flop_share_pct = 0
yosys-mux-area-fraction_pct = 24.86

[timing]
period_used_pct = 83.40
worst_slew_pin_slew_ns = 1.025
setup_violations = 0
rsz0062_at_grt = "false"
timing.max_slew.rel_slack_pct = 31.14
final.hold.worst_slack_ns = 2.112
finalWorstSetupSlack_ns = 1.644
max_freq_mhz = 121.1
timing_max_transition_violations_final = 0
fin_crit_ns = 8.256
timing.final.hold_violations = 0
setup_total_negative_slack_ns = 0

[global_routing]
number_of_antenna_violations_at_the_first_check_in_global_routing = 5
grt.overflow.total = 0
grt_max_degree = 73
grt_pass1_wl_mm = 209.8
globalRouteTotalUtil_pct = 36.08
first_global_vias = 29919

[floorplan]
floorplan.die.width_um = 308.5
die.size.y_um = 308.5
fp-row-count = 112
design.core.area_mm2 = 0.09319
initial_utilization_pct = 50.39
io-pin-count = 113
chip_area_mm2 = 0.09515

[status]
status = "complete, no violations"

[routing]
drt.antenna.violating_nets = 0
wire_per_inst_um = 38.14
vias = 26515
drt_wl_total_mm = 148.2
first_iter_violations = 1620
dr.pass1.iters = 5
via_per_inst = 6.823
drt_drc_violations_left = 0

[worst_hold_path]
hp-class = "in -> reg"
hold_start = "WD3[5]"

[critical_path]
cell_seen_most_often_among_critical_path_stages = "sky130_fd_sc_hd__clkdlybuf4s50_1"
cp_cell_sequence = "clkdlybuf4s50_1 > nor2b_4 > buf_4 > a22o_1 > a2111oi_0 > nor3_1 > clkdlybuf4s50_1"
timing.critical_path.from = "A2[3]"
cp_data_arrival_time_ns = 6.28
crit_path_start_kind = "input pin"
worstPathMaxFanout = 27
cp_slowest_cell = "sky130_fd_sc_hd__nor3_1"
crit_required_ns = 7.92
worstSetupPathType = "in -> out"
critical_path.max_stage_delay_ns = 0.87
endpoint_kind = "output pin"

[power_and_ir_drop]
powerDensity_mw_per_mm2 = 178.8
cellLeakagePower_nw = 17.00
ir_drop_mv = 0.1591
power_mw = 9.514

[job]
openroad.warnings = 26
maximum_capacitance_violations = 0

[clock_tree]
cts_sinks = 1024
post_cts_resized = 0
cts_htree_levels = 3
numCtsBuffers = 108
number_of_buffers_inserted_to_repair_setup_after_cts = 0
path_clk_slew_ns = 0.06
cts_tree = "built"
ctsRootBufferMaster = "sky130_fd_sc_hd__clkbuf_16"
cts-root-to-sink-buffers = 3
cts_hold_buf = 0

[placement]
pre_cts_slack_ns = 1.811
placement.cell_area_mm2 = 0.04995
placed_cells = 3686
dpl.hpwl_mm = 86.57
globalplace.congestion = 0.9225
io_buffer_count = 112
-- worst max-delay path, delay by kind of cell --
| kind | cells | cell delay [ns] |
|---|---|---|
| AOI/OAI and AO/OA | 2 | 0.40 |
| and+or+nand+nor | 2 | 1.67 |
| buffers and inverters | 3 | 2.19 |
-- final timing paths --
kind	endpoint	slack, ns	cells past startpoint
worst max-delay path	RD2[3]	1.64	7
worst min-delay path	RAM[24][5]	2.11	2
-- Yosys cell counts, types with 4 or more instances --
cell,instances
sky130_fd_sc_hd__mux2i_1,183
sky130_fd_sc_hd__nor4_1,9
sky130_fd_sc_hd__buf_6,12
sky130_fd_sc_hd__inv_1,25
sky130_fd_sc_hd__mux2_1,19
sky130_fd_sc_hd__nor2_1,35
sky130_fd_sc_hd__o22ai_1,55
sky130_fd_sc_hd__mux2_2,5
sky130_fd_sc_hd__edfxtp_1,1024
sky130_fd_sc_hd__mux4_2,425
sky130_fd_sc_hd__and2_1,13
sky130_fd_sc_hd__nand2_1,65
sky130_fd_sc_hd__nor2b_1,8
sky130_fd_sc_hd__a22o_1,62
sky130_fd_sc_hd__a32o_1,9
sky130_fd_sc_hd__buf_1,7
sky130_fd_sc_hd__nand3b_1,7
sky130_fd_sc_hd__a2111oi_0,31
sky130_fd_sc_hd__nand3_1,4
sky130_fd_sc_hd__a221oi_1,23
sky130_fd_sc_hd__a211o_1,23
sky130_fd_sc_hd__clkbuf_1,104
sky130_fd_sc_hd__a21oi_1,46
sky130_fd_sc_hd__o221ai_1,31
sky130_fd_sc_hd__buf_2,58
sky130_fd_sc_hd__a211oi_1,47
sky130_fd_sc_hd__nor3_1,32
sky130_fd_sc_hd__buf_4,20
-- routing by layer --
layer  GRT usage [%]  routed length [um]
met4           10.44                5260
met5           4.496                 550
met2           49.10               67020
met3           34.08               33230
met1           40.86               42170
-- cell families (layout without fill, tap and decap cells) --
| family | after synthesis | in the layout |
|---|---|---|
| flops | 1024 | 1024 |
| mux | 632 | 632 |
| compound gates | 331 | 331 |
| buf+inv | 226 | 455 |
| simple gates | 187 | 187 |
| other cells | 0 | 3 |
-- cell type report --
| class | count | area, um^2 |
|---|---|---|
| Antenna cell | 3 | 7.507 |
| Fill cell | 6651 | 39970 |
| Multi-Input combinational cell | 1150 | 15420 |
| Tap cell | 1254 | 1569 |
| Timing Repair Buffer | 233 | 2115 |
| Sequential cell | 1024 | 30750 |
| Clock inverter | 53 | 426.7 |
| Inverter | 25 | 96.34 |
| Clock buffer | 144 | 2838 |
-- where the power goes --
| part | internal, mW | leakage (nW) | switching [mW] |
|---|---|---|---|
| Combinational | 0.364 | 6.20 | 0.508 |
| Clock | 2.16 | 1.58 | 1.64 |
| Sequential | 4.83 | 9.22 | 0.0210 |
| Total | 7.35 | 17.0 | 2.17 |
Power and IR drop assume default switching activity.
